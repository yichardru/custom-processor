$ cat ./design.v
`timescale 1ns / 1ps
module if_stage (
    input clk,
    input reset,
    input pc_write_en,  
    input [31:0] branch_target,  
    input branch_taken,  
    output [31:0] instr_out,  
    output [31:0] pc_out  
);
    wire [31:0] pc_current;
    wire [31:0] pc_next;
    wire [31:0] pc_plus4;
    pc pc_inst (
        .clk(clk),
        .reset(reset),
        .pc_write_en(pc_write_en),
        .next_pc(pc_next),
        .pc_out(pc_current)
    );
    assign pc_plus4 = pc_current + 4;
    assign pc_next = (branch_taken) ? branch_target : pc_plus4;
    instr_memory instr_mem_inst (
        .addr(pc_current),
        .instr(instr_out)
    );
    assign pc_out = pc_current;
endmodule
`timescale 1ns / 1ps
module instr_memory (
    input [31:0] addr,
    output [31:0] instr
);
    reg [31:0] memory [0:255];  
    initial begin
        $readmemh("program.mem", memory);
    end
    assign instr = memory[addr[9:2]];  
endmodule
`timescale 1ns / 1ps
module pc(
    input clk,
    input reset,
    input pc_write_en,
    input[31:0] next_pc,
    output[31:0] pc_out
    );
    reg[31:0] pc_reg;
    assign pc_out = pc_reg;
    always @(posedge clk or posedge reset) begin
        if (reset)
            pc_reg <= 32'h00000000;
        else if (pc_write_en)
            pc_reg <= next_pc;
    end 
endmodule
$ cat ./run.sh
#!/bin/bash
# OpenROAD 26Q1-2900-gdf79404cd8, Yosys 0.63+post, stock flow scripts
make -C /OpenROAD-flow-scripts/flow DESIGN_CONFIG=/design/flow/config.mk WORK_HOME=/design/flow/orfs finish
$ cat ./config.mk
export PLATFORM = sky130hd
export DESIGN_NAME = if_stage
export DESIGN_NICKNAME = if_stage
export VERILOG_FILES = /design/flow/design.v
export SDC_FILE = /design/flow/constraint.sdc
export NUM_CORES = 4
export LEC_CHECK = 1
export CORE_UTILIZATION = 30
export SYNTH_HDL_FRONTEND = slang
export SYNTH_MEMORY_MAX_BITS = 65536
$ cat ./constraint.sdc
current_design if_stage

set clk_period 3.7
set clk_io_pct 0.2

create_clock -name clk0 -period $clk_period [get_ports {clk}]

set non_clock_inputs [all_inputs -no_clocks]
set_input_delay [expr $clk_period * $clk_io_pct] -clock clk0 $non_clock_inputs
set_output_delay [expr $clk_period * $clk_io_pct] -clock clk0 [all_outputs]
==> summary.txt <==
impl run done, here's what came out: initial antenna violation count=0, ys cells=272, Max Root-Sink Buffers=2, top cells by count=buf_4 (33), dfrtp_1 (32), a21oi_1 (27), Yosys top cell by area=dfrtp_1, Syn Inst Count=272, CTS root buf=clkbuf_8, Power Total=1.08 mW, worst hold-check slack=0.472 ns, setup violators final=0, first drt pass iteration count=4, H-tree levels=2, Area Overhead vs Synth=34.2%, max reg flops=32, Pre-Place Util=30.9%, core area=7210 um2, Largest type area fraction=35.9%, Cell area leaders=dfrtp_1 (36%), buf_4 (11%), a21oi_1 (6.1%), nand2_1 (4.4%), o21ai_0 (4.3%), Vias=2,213, Pleak=1.22 nW, Worst Setup Path Type=in2reg, mapped cell area=2230 um2, PD cells=361 nW/um2, Resize count post-CTS=0, Setup TNS Final=0 ns, clk sinks=32, count of library flops with an enable pin=0, Peak VDD IR=0.141 mV, Antenna Violating Nets Remaining=0, GRT overflow=0, ys flop type=dfrtp_1, Yosys cell types=48, ys async rst share=100%, Fmax achieved=401 MHz, largest net degree at the start of global routing=40, IO buf count=67, CTS clk-pin slew, worst paths=0.07 ns, cts hold-fix bufs=0, Pins Over Slew Limit=0, Inserted Clock Buffers=5, initial DRC count=150, Core Rows=31, diode count=0, final cycle utilization of the critical path=67.4%, Avg Vias per Cell=5.06, global-route usage over all layers=17.2%, register share after synthesis=35.9%, min Tclk post-route=2.49 ns, Clock Skew=0.00250 ns, Seq cells post-synth=32, # DRC=0, flop2flop setup slack=1.69 ns, share of cells above drive strength 1=6.21%, post-CTS setup buffers=0, Ports=100, endpoints failing hold=0, final WL=6.35 mm, MaxCap Viol Count=0, RSZ-0062 raised after global routing=no, Worst setup SP type=input port, Worst R2R Start=pc_inst.pc_out[2], tool warnings=25, Worst Hold Class=reg2reg, Worst-Skew Late Latency=0.28 ns, arrival time worst endpoint=2.66 ns, Avg Inst Size Synth=8.21 um2, most common cell in the synthesized netlist=buf_4, Sequential Area=801 um2, status=finished, final reports clean, Crit Path Max Fanout=16, Yosys warning count=0, Yosys chip area=2230 um2, Comb area=1230 um2, worst slew pin tran=0.706 ns, CP startpoint=pc_write_en, Die ar.=7790 um2, nature of the critical path endpoint=flip-flop, FILL cells=733, Slew HR=52.9%, vias in the first global route=1,993, CTS tree=done, first-pass GRT wire length=10.2 mm, Final GP Congestion=0.888, post-DP HPWL=4.55 mm, hold path startpoint=pc_inst.pc_out[1], die x size=88.3 um, crit path DRT=3.87 ns, Wirelength per Cell=14.5 um, Die Y=88.3 um
==> report_power, final <==
part / internal (mW) / total, mW / switching (mW)
clock network: 0.200 / 0.335 / 0.135
registers: 0.399 / 0.474 / 0.0753
logic: 0.171 / 0.273 / 0.102
total: 0.769 / 1.08 / 0.312
==> critical path, cell delays in order <==
cell	delay [ns]
clkdlybuf4s50_1	0.86
clkinv_1	0.43
nor2_1	0.24
buf_4	0.21
a22oi_1	0.08
o311ai_0	0.10
==> stage by stage <==
step / utilization [%] / cell area [um2] / worst slack [ns] / std cells
detailed placement: 40.0 / 2890 / 0.928 / 429
global route: 41.5 / 3000 / 1.01 / 437
CTS: 41.5 / 3000 / 1.22 / 437
floorplan: - / 2350 / 1.88 / 303
finish: 41.5 / 3000 / 1.21 / 437
global placement: 40.0 / 2890 / 0.982 / 429
==> cell type report <==
class,count,share of cell area [%]
Clock buffer,6,2.42
Clock inverter,2,1.17
Inverter,6,0.752
Multi-Input combinational cell,219,40.9
Sequential cell,32,26.7
Tap cell,99,4.13
Timing Repair Buffer,73,23.9
==> kinds of logic after synthesis <==
logic type	after synthesis	synth area share [%]
AOI/OAI and AO/OA	83	23.7
adders and majority gates	1	0.560
buffers and inverters	52	14.4
DFF	32	35.9
muxes	3	1.35
other	1	0.168
and+or+nand+nor	100	23.9
==> final timing paths <==
kind                       depth (start not counted)                  to
min reg2reg                                        2   pc_inst.pc_out[1]
min                                                2   pc_inst.pc_out[1]
max                                                6  pc_inst.pc_out[21]
max reg2reg                                        6  pc_inst.pc_out[20]
min in group asynchronous                          3   pc_inst.pc_out[9]
max in group asynchronous                          3   pc_inst.pc_out[6]
==> cell usage in the layout, fill, tap and decap left out, types with 3 or more instances in the layout <==
cell type and count:
a22oi_1 9, o21ai_0 19, a21oi_1 27, inv_1 5, dfrtp_1 32, nand3_1 10
o22ai_1 4, nand2_1 26, nor4_1 3, o211ai_1 3, clkdlybuf4s50_1 67, clkbuf_8 5
buf_4 6, and3_1 6, nor3_1 6, nor2_1 22, nand4_1 11, conb_1 32
nor2b_1 3, a31o_2 4, a311oi_1 3, mux2i_1 3
==> per-layer routing <==
| layer | up-vias | share of wire (%) | track usage (%) |
|---|---|---|---|
| met5 | - | 0 | 0 |
| met4 | 0 | 1.3 | 2.20 |
| met3 | 9 | 8.1 | 3.22 |
| met2 | 92 | 44 | 25.7 |
| met1 | 1044 | 46 | 27.3 |
| li1 | 1068 | - | - |
Power figures rest on the tool's default switching activity, not on a simulated workload.
