`flow/config.mk`:
```
export PLATFORM = sky130hd
export DESIGN_NAME = reg_file
export DESIGN_NICKNAME = reg_file
export VERILOG_FILES = /design/flow/design.v
export SDC_FILE = /design/flow/constraint.sdc
export NUM_CORES = 4
export LEC_CHECK = 1
export CORE_UTILIZATION = 30
export SYNTH_HDL_FRONTEND = slang
```
`flow/constraint.sdc`:
```
current_design reg_file

set clk_period 8.9
set clk_io_pct 0.2

create_clock -name clk0 -period $clk_period [get_ports {clk}]

set non_clock_inputs [all_inputs -no_clocks]
set_input_delay [expr $clk_period * $clk_io_pct] -clock clk0 $non_clock_inputs
set_output_delay [expr $clk_period * $clk_io_pct] -clock clk0 [all_outputs]
```
`flow/design.v`:
```
`timescale 1ns / 1ps
module reg_file (
    input clk,
    input reset,
    input we,               
    input [4:0]  rs1,              
    input [4:0]  rs2,              
    input [4:0]  rd,               
    input [31:0] wd,               
    output [31:0] rd1,              
    output [31:0] rd2               
);
    reg [31:0] regs[0:31];
    integer i;
    always @(posedge clk or posedge reset) begin
        if (reset) begin
            for (i = 0; i < 32; i = i + 1)
                regs[i] <= 32'b0;
        end else if (we && rd != 5'd0) begin
            regs[rd] <= wd;   
        end
    end
    assign rd1 = (rs1 == 5'd0) ? 32'b0 : regs[rs1];
    assign rd2 = (rs2 == 5'd0) ? 32'b0 : regs[rs2];
endmodule
```
`flow/run.sh`:
```
#!/bin/bash
# OpenROAD 26Q1-2900-gdf79404cd8, Yosys 0.63+post, stock flow scripts
make -C /OpenROAD-flow-scripts/flow DESIGN_CONFIG=/design/flow/config.mk WORK_HOME=/design/flow/orfs finish
```
==> results.py <==
# Auto-generated metrics
metrics = {
    "clock_network": {
        "cts_sinks": 1024,
        "clockBufferDepth": 3,
        "cts_made_buffers": 102,
        "clock_latency_ns": 0.71,
        "cts_resized": 0,
        "cts_max_level": 3,
        "cts_setup_buffers": 0,
        "hold_buffers": 0,
        "clock-root-buffer": "clkbuf_16",
        "cts_tree": "built",
        "path_clk_slew_ns": 0.06,
    },
    "floorplan": {
        "die-area_um2": 184000,
        "fp.dieH_um": 429,
        "ios": 114,
        "core_area_um2": 181000,
        "std_cell_rows": 156,
        "fp_util_pct": 30.2,
        "dieWidth_um": 429,
    },
    "worst_setup_path": {
        "reg2reg_slack_ns": 8.10,
        "crit_path_start_kind": "primary input",
        "path_depth": 10,
        "endpoint_kind": "output port",
        "crit_buf_inv": 6,
        "path_cells": "buf_6, buf_4, buf_4, nor2_1, buf_4, a21oi_1, nand3_1, a311oi_1, buf_4, clkdlybuf4s50_1",
        "worstRegToRegCells": 1,
        "required_ns": 7.12,
        "reg2reg_from": "regs[380]",
        "slowest_stage": "a311oi_1",
        "r2r-end": "regs[380]",
        "cp_data_arrival_time_ns": 5.58,
        "worst-path-max-fanout": 38,
        "cp_top_family": "buffers and inverters",
        "crit_path_max_incr_delay_ns": 1.06,
        "crit_start": "rs1[1]",
        "path_class": "primary input to output port",
        "cpMostUsedCell": "buf_4",
    },
    "detailed_routing": {
        "avgRoutedWirePerCell_um": 30.0,
        "drt_wl_total_um": 183000,
        "drc": 0,
        "drt_iter0_drc": 2217,
        "num_antenna_cells": 0,
        "ant_nets": 0,
        "num_vias": 34500,
        "viasPerCell": 5.65,
        "drt_first_pass_iters": 5,
    },
    "finish": {
        "fin_util_pct": 34.2,
        "lay_top_cells": "mux2_2, dfrtp_1, mux4_2",
        "largest_register": "regs",
        "drive_above_1_share_pct": 49.1,
        "largestRegisters": "regs x1024",
        "largest_reg_flops": 1024,
        "syn2layout_area_growth_pct": 13.1,
        "final_common_cell": "mux2_2",
    },
    "synthesis": {
        "synth_top_area_share_pct": 46.8,
        "syn_area_um2": 54700,
        "xor_share_pct": 0,
        "synth.mux.area_fraction_pct": 42.6,
        "fa_ha_area_share_pct": 0,
        "synthAoiAreaFrac_pct": 4.46,
        "edf_count": 0,
        "yosysChipArea_um2": 54700,
        "synth_warnings": 0,
        "syn_avg_cell_area_um2": 14.8,
        "ys_cells": 3692,
        "top_cells_by_area": "dfrtp_1, mux2_2, mux4_2, mux2i_1, clkbuf_1",
        "ys_top_logic_family": "multiplexers",
        "synth-seq-cells": 1024,
        "synth.largest_area_cell": "dfrtp_1",
        "ys_seq_share_pct": 46.8,
        "yosys.area_share.simple_pct": 2.06,
        "netlist_instances": 3692,
        "ys_types": 48,
        "async_flop_share_pct": 100,
        "synthFlopType": "dfrtp_1",
    },
    "power": {
        "max-vdd-ir-drop_v": 0.000169,
        "p_leak_uw": 0.0263,
        "pwr_density_cell_nw_per_um2": 221,
    },
    "place": {
        "place_hpwl_um": 113000,
        "port_buffers": 113,
        "globalplace.congestion": 0.909,
    },
    "final_timing": {
        "drv_slew": 0,
        "max_freq_mhz": 136,
        "holdWs_ns": 0.392,
        "worst_pin_slew_ns": 1.32,
        "finalClockSkew_ns": 0,
        "timing.final.crit_period_ns": 7.36,
        "finalSetupViolCount": 0,
        "max-slew-margin-rel_pct": 11.1,
        "finalClockPeriodUsage_pct": 82.6,
        "hold_violations": 0,
        "rsz0062_at_grt": "no",
    },
    "job": {
        "stage_log_warnings": 33,
        "drv_cap": 0,
    },
    "worst_hold_path": {
        "hold_depth": 0,
        "hold_end": "regs[999]",
        "min_path_type": "register to register",
        "hp-start": "regs[999]",
    },
    "global_routing": {
        "grt_use_total_pct": 20.8,
        "antenna_found_initial": 7,
        "grt_start_max_net_pins": 122,
        "grt_first_pass_wirelength_um": 268000,
        "grt_pass1_vias": 36500,
        "grt-ovfl-total": 0,
    },
    "run_status": {
        "status": "finished, final reports clean",
    },
}
==> cells by family (layout without fill, tap and decap cells) <==
family / Yosys count / count (layout)
AND-OR/OR-AND: 326 / 326
multiplexers: 1705 / 1705
AND/OR/NAND/NOR: 207 / 207
buffers and inverters: 430 / 474
flip-flops: 1024 / 1024
==> per-stage QoR <==
step | worst slack (ns) | TNS (ns) | cell area, um^2 | power (uW) | instances
6_report | 1.54 | 0 | 61900 | 13700 | 6106
5_1_grt | 1.53 | 0 | 61900 | 14200 | 6106
4_1_cts | 1.53 | 0 | 61900 | 13700 | 6106
3_5_place_dp | 1.54 | 0 | 58300 | 9080 | 5918
3_3_place_gp | 1.54 | 0 | 58300 | 9030 | 5918
2_1_floorplan | -6.99 | -7161.79 | 54700 | 8150 | 3692
==> cell usage after synthesis, types with 12 or more instances <==
master / number
o32ai_1: 16
a21oi_1: 43
mux2i_1: 271
nand2_1: 41
o221ai_1: 21
nand3_1: 12
buf_6: 34
a22o_1: 42
o22ai_1: 40
a22oi_1: 77
mux2_2: 1037
dfrtp_1: 1024
a211oi_1: 37
a2111oi_0: 29
buf_2: 85
nor4_1: 16
and2_1: 19
buf_1: 49
buf_4: 20
clkbuf_1: 225
nor2_1: 21
nor2b_1: 42
mux4_2: 397
nor3_1: 33
==> final cells by class <==
class,instances,area (um^2)
Inverter,3,15.0
Fill cell,16900,119000
Multi-Input combinational cell,2238,27100
Sequential cell,1024,25600
Tap cell,2370,2970
Timing Repair Buffer,283,2590
Clock inverter,38,523
Clock buffer,150,3070
==> worst max path at each step <==
stage                 slack, ns       to
after CTS                  1.53  rd1[31]
after global routing       1.53  rd1[31]
final                      1.54  rd1[31]
==> power breakdown <==
part | internal, uW | leakage [uW] | switching (uW) | total (uW)
clock | 2690 | 0.00177 | 1950 | 4630
sequential | 5530 | 0.0131 | 645 | 6180
combinational | 1670 | 0.0114 | 1170 | 2850
==> layer usage <==
metal  up-vias  share of wire, %  routed length [um]  GRT usage, %
li1      14200                 -                   -             -
met1     18400                37               68600          26.3
met2      1463                47               86200          31.9
met3       393               9.8               18000          8.45
met4        16               5.5               10100          8.85
met5         -             0.087                 160         0.260
Power figures rest on the tool's default switching activity, not on a simulated workload.
